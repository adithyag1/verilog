<file path="run.sh">
#!/bin/bash
# OpenROAD 26Q1-2900-gdf79404cd8, Yosys 0.63+post, stock flow scripts
make -C /OpenROAD-flow-scripts/flow DESIGN_CONFIG=/design/flow/config.mk WORK_HOME=/design/flow/orfs finish
</file>
<file path="config.mk">
export PLATFORM = sky130hd
export DESIGN_NAME = bcdcounter
export DESIGN_NICKNAME = bcdcounter
export VERILOG_FILES = /design/flow/design.v
export SDC_FILE = /design/flow/constraint.sdc
export NUM_CORES = 4
export LEC_CHECK = 1
export CORE_AREA = 10 10 70 70
export DIE_AREA = 0 0 80 80
</file>
<file path="constraint.sdc">
current_design bcdcounter

set clk_period 1.8
set clk_io_pct 0.2

create_clock -name clk0 -period $clk_period [get_ports {clk}]

set non_clock_inputs [all_inputs -no_clocks]
set_input_delay [expr $clk_period * $clk_io_pct] -clock clk0 $non_clock_inputs
set_output_delay [expr $clk_period * $clk_io_pct] -clock clk0 [all_outputs]
</file>
<file path="design.v">
module bcdcounter(
    input clk,rst,
    output reg [3:0] count
);
always @(posedge clk) begin
    if(rst) count=0;
    else begin
        if(count==9) count=0;
        else count=count+1;
    end
end
endmodule
</file>
==> results.toml <==
# yosys + openroad results
[final_timing]
setup_viol = 0
fin_ws_ps = 275
final_max_slew_viol_count = 0
setup_tns_ps = 0
max_freq_mhz = 656
finClkSkew_ps = 0.435
rsz0062_at_grt = "no"
finalCritPeriodShare = 0.847
final.min_clock_period_ps = 1520
relSlewSlack = 0.856
max_slew.worst_pin.slew_ps = 216
hold_viol = 0

[worst_setup_path]
worst_ep_required_time_ps = 1440
max_stage_delay_ps = 520
crit_arrival_ps = 1160
r2r_end = "count[3]"
crit_fanout = 7
crit_chain = "clkdlybuf4s50_1"
startpoint_type = "flop"
critPathLaunch = "count[2]"
worst_setup_path_end_kind = "output port"
path_delay_family = "buffers and inverters"
path_buffers = 1
timing.rr.start = "count[1]"
worstSetupPathType = "reg2out"
rr_worst_depth = 4
r2r_setup_slack_ps = 600
cp_slowest_cell = "clkdlybuf4s50_1"

[logic_synthesis]
synth.cell_area_um2 = 180
yosysWarningCount = 1
yosys-stat-area_um2 = 180
avgSynthCellArea_um2 = 9.48
synth_cell_types = 13
synth_cells = 19
ys_cells = 19
ys.flops = 4
seq_area_frac_synth = 0.444

[die]
dieHeight_um = 80
fp_util = 0.0527
chip_area_um2 = 6400
dieWidth_um = 80
rows = 21
ios = 6
core_um2 = 3420

[min_path]
min_from = "count[0]"
hp-class = "reg2reg"
min_to = "count[0]"
hold-path-cell-count = 1

[global_route]
grt_use_total = 0.0155
grt_pass1_vias = 178
grt_pass1_wl_um = 752
overflow = 0
antenna_found_initial = 0
grt_max_degree = 8

[clock_tree]
htreeDepth = 1
cts_setup_buffers = 0
cts-root-buf = "clkbuf_4"
cts_tree = "built"
cts_resized = 0
clockBufferDepth = 2
path_clk_slew_ps = 40
cts_hold_buf = 0
clock_latency_ps = 230
clock_sinks = 4
numCtsBuffers = 3

[drt]
drt_iter0_markers = 3
firstDrtPassIters = 2
wirelength_um = 469
postRouteAntennaNets = 0
num_antenna_cells = 0
vias = 167
drc_errors = 0
wl_per_cell_um = 6.42
viasPerCell = 2.29

[finish]
drive_gt1_frac = 0.111
regArea_um2 = 80.1
fillers = 406
syn_to_final_growth_pct = 72.2
logic_area_um2 = 96.3
largest_reg_flops = 4

[power_and_ir_drop]
peakVddDrop_uv = 393
power_density_nw_per_um2 = 765
leakagePower_uw = 0.0000979

[run]
tool_warnings = 26
cap_violations = 0

[placement]
port_buffers = 5
dp_slack_ps = 505
gp_congestion = 0.695
dpl.hpwl_um = 368

[outcome]
status = "completed"
[synth_stat cells]
| library cell | number | share of area |
|---|---|---|
| inv_1 | 1 | 0.021 |
| ha_1 | 2 | 0.14 |
| or2b_1 | 1 | 0.042 |
| nand2_1 | 2 | 0.042 |
| nand4b_1 | 1 | 0.049 |
| or3b_1 | 1 | 0.049 |
| nor2_1 | 2 | 0.042 |
| o21bai_1 | 1 | 0.042 |
| dfxtp_1 | 4 | 0.44 |
| a31oi_1 | 1 | 0.035 |
| a21oi_1 | 1 | 0.028 |
| nand3b_1 | 1 | 0.042 |
| nand3_1 | 1 | 0.028 |
[stage by stage]
| stage | hold WS, ps | std cells | total power (uW) | area, um2 | util |
|---|---|---|---|---|---|
| after global routing | 524 | 73 | 256 | 310 | 0.0908 |
| after global placement | 470 | 70 | 128 | 288 | 0.0842 |
| after floorplan | 429 | 19 | 112 | 180 | - |
| after CTS | 497 | 73 | 243 | 310 | 0.0908 |
| final | 490 | 73 | 237 | 310 | 0.0908 |
| after detailed placement | 480 | 70 | 129 | 288 | 0.0842 |
[logic make-up after synthesis]
| family | synth area share |
|---|---|
| compound gates | 0.104 |
| fa+ha+maj | 0.139 |
| buf+inv | 0.0208 |
| flops | 0.444 |
| simple gates | 0.292 |
[layer usage]
metal / vias to the layer above / part of all wire / wire length [um] / track usage
li1: 83 / - / - / -
met1: 74 / 0.62 / 290 / 0.0240
met2: 10 / 0.25 / 119 / 0.0144
met3: 0 / 0.13 / 59 / 0.0136
met4: 0 / 0 / 0 / 0.00176
met5: - / 0 / 0 / 0
[worst max path at each step]
stage / end / slack, ps / cells past startpoint
4_1_cts: count[2] / 250 / 1
5_1_grt: count[2] / 210 / 1
6_report: count[2] / 280 / 1
[layout make-up]
cell class	instances	area share
multi-input combinational	14	0.310
sequential	4	0.258
tap	46	0.185
timing repair buffer	5	0.161
clock buffer	3	0.0726
inverter	1	0.0121
[placed cells by master, fill, tap and decap left out]
cell,instances
ha_1,2
or3b_1,1
inv_1,1
nand3_1,1
a31oi_1,1
nand3b_1,1
nand4b_1,1
o21bai_1,1
or2b_1,1
clkdlybuf4s50_1,5
dfxtp_1,4
clkbuf_4,3
nand2_1,2
a21oi_1,1
nor2_1,2
[power breakdown]
| group | total, uW | leakage [uW] | switching, uW | internal [uW] |
|---|---|---|---|---|
| Combinational | 25.0 | 0.0000513 | 7.87 | 17.1 |
| Sequential | 103 | 0.0000329 | 7.72 | 95.0 |
| Clock | 110 | 0.0000138 | 35.2 | 74.5 |
| Total | 237 | 0.0000979 | 50.8 | 187 |
Power is estimated from default activity; no workload was simulated.
