==> flow/design.v <==
module traffic_light_controller(
    input clk, reset_n,
    input Sa, Sb,
    output reg Ra, Ya, Ga,
    output reg Rb, Yb, Gb
);
    reg [3:0] state_reg, state_next;
    localparam s0 = 0, s1 = 1, s2 = 2, s3 = 3, s4 = 4, s5 = 5, s6 = 6, s7 = 7, s8 = 8, s9 = 9, s10 = 10, s11 = 11, s12 = 12;
    always @(posedge clk, negedge reset_n) begin
        if (~reset_n)
            state_reg <= s0;
        else
            state_reg <= state_next;
    end
    always @(*) begin
        state_next = state_reg;
        case (state_reg)
            s0, s1, s2, s3, s4, s6, s7, s8, s9, s10:
                state_next = state_reg + 1;
            s5:
                if (~Sb)
                    state_next = s5;
                else
                    state_next = s6;
            s11:
                if (~Sa & Sb)
                    state_next = s11;
                else
                    state_next = s12;
            default: state_next = s0;
        endcase
    end
    always @(*) begin
        Ra = 1'b0;
        Ya = 1'b0;
        Ga = 1'b0;
        Rb = 1'b0;
        Yb = 1'b0;
        Gb = 1'b0;
        case (state_reg)
            s0, s1, s2, s3, s4, s5:
                begin
                    Ga = 1'b1;
                    Rb = 1'b1;
                end
            s6:
                begin
                    Ya = 1'b1;
                    Rb = 1'b1;
                end
            s7, s8, s9, s10, s11:
                begin
                    Ra = 1'b1;
                    Gb = 1'b1;
                end
            s12:
                begin
                    Ra = 1'b1;
                    Yb = 1'b1;
                end
        endcase
    end
endmodule
==> flow/run.sh <==
#!/bin/bash
# OpenROAD 26Q1-2900-gdf79404cd8, Yosys 0.63+post, stock flow scripts
make -C /OpenROAD-flow-scripts/flow DESIGN_CONFIG=/design/flow/config.mk WORK_HOME=/design/flow/orfs finish
==> flow/config.mk <==
export PLATFORM = sky130hd
export DESIGN_NAME = traffic_light_controller
export DESIGN_NICKNAME = traffic_light_controller
export VERILOG_FILES = /design/flow/design.v
export SDC_FILE = /design/flow/constraint.sdc
export NUM_CORES = 4
export LEC_CHECK = 1
export CORE_AREA = 10 10 70 70
export DIE_AREA = 0 0 80 80
==> flow/constraint.sdc <==
current_design traffic_light_controller

set clk_period 1.4
set clk_io_pct 0.2

create_clock -name clk0 -period $clk_period [get_ports {clk}]

set non_clock_inputs [all_inputs -no_clocks]
set_input_delay [expr $clk_period * $clk_io_pct] -clock clk0 $non_clock_inputs
set_output_delay [expr $clk_period * $clk_io_pct] -clock clk0 [all_outputs]
==> out/qor.yml <==
run_status:
  status: "finished with violations"
  violations: "negative setup slack"
final_timing:
  maxSlewHeadroom_pct: 81.2
  finalClockPeriodUsage_pct: 119
  worst_slew_pin_slew_ns: 0.281
  rsz0062_at_grt: "yes"
  period_needed_ns: 1.67
  setup_ws_ns: -0.271
  hold-worst-slack_ns: 0.244
  slew_violations: 0
  finalSetupViolations: 9
  max_freq_ghz: 0.599
  finalHoldViolations: 0
  skew_ns: 0.000847
yosys:
  syn_area_um2: 363
  ys_seq_share_pct: 27.6
  yosysWarnings: 1
  yosysCellCount: 41
  syn-instance-count: 41
  yosys-stat-area_um2: 363
  synth.avg_cell_area_um2: 8.85
  synth.distinct_cells: 18
  ys_seq_elements: 4
floorplanning:
  fp.dieW_um: 80
  row_count: 21
  io_pins: 10
  die_h_um: 80
  coreArea_um2: 3420
  die_area_um2: 6400
  initial_core_util_pct: 10.6
critical_path:
  critPathTopFamily: "flip-flops"
  cp-startpoint: "state_reg[1]"
  worstPathMaxFanout: 2
  reg2reg_depth: 8
  cp_slowest_cell: "dfrtp_1"
  worst-path-stages: 5
  reg2reg_slack_ns: -0.16
  crit_chain: "ha_2, ha_4, a21o_1, a21o_1, buf_2"
  r2r_end: "state_reg[2]"
  timing.critical_path.mode_cell: "a21o_1"
  start_kind: "register"
  critPathCapture: "Ra"
  max_stage_delay_ns: 0.38
  worst-path-buf-inv: 1
  critPathKind: "reg -> out"
  required_ns: 1.12
  cp-end-kind: "output pin"
  cp.arrival_ns: 1.39
  reg2reg_from: "state_reg[0]"
route:
  drt_iter0_markers: 11
  drt_pass1_iterations: 4
  antenna_left: 0
  via_per_inst: 3.57
  wl_um: 1260
  vias: 443
  drc_errors: 0
  num_antenna_cells: 0
  wl_per_cell_um: 10.1
clock_network:
  cts_max_level: 1
  cts_tree: "done"
  cts_made_buffers: 3
  clock_latency_ns: 0.23
  clockBufferDepth: 2
  cts_num_sinks: 4
  clk_pin_slew_ns: 0.04
  cts_root_buf: "clkbuf_4"
global_routing:
  antenna_found_initial: 0
  busiest_layer: "met2"
  grt-ovfl-total: 0
  grt_util_met1_pct: 5.21
  grt_pass1_wl_um: 2060
  met2_usage_pct: 5.86
  grt_max_degree: 6
  grtUsageMet3_pct: 0.682
  grt_pass1_vias: 447
  grt_usage_pct: 3.85
finish:
  largest_reg_flops: 4
  drive_gt1_share_pct: 69.2
  area_growth_pct: 135
  layoutNonFillerInstCount: 124
  layout.cells.most_common: "buf_4"
  lay_top_cells: "16 x buf_4, 11 x buf_6, 5 x nand2_1, 5 x ha_4, 5 x buf_2"
  final_area_um2: 853
hold_path:
  min_path_type: "in -> async"
pwr:
  ir_drop_v: 0.000564
  p_leak_nw: 0.393
  power_density_nw_per_um2: 2110
  total_power_mw: 1.80
placement:
  place_congestion: 0.872
  port_buffers: 9
  place_hpwl_um: 834
  placed_area_um2: 626
  dp.cells: 111
run:
  cap_violations: 0
  warnings: 31
[power by group]
group	switching, mW	internal (mW)
Clock	0.0438	0.0957
Combinational	0.579	0.862
Sequential	0.0440	0.175
Total	0.667	1.13
[through the flow]
step	util, %	setup slack (ns)	TNS [ns]
floorplan	-	0.0144	0
global placement	18.3	-0.374	-1.68
detailed placement	18.3	-0.380	-1.87
CTS	24.7	-0.280	-1.40
global route	25.0	-0.329	-1.99
finish	25.0	-0.271	-1.39
[area by class of cell]
class | instances | area (um2)
multi-input combinational | 33 | 354
sequential | 4 | 101
tap | 46 | 57.6
timing repair buffer | 35 | 299
inverter | 3 | 18.8
fill | 362 | 2560
clock buffer | 3 | 22.5
[timing repair]
action	4_1_cts	5_1_grt
endpoints found under the setup margin	10	10
pin swaps	13	2
hold buffers	0	0
gates resized	54	2
setup buffers	10	0
[metal layers]
layer / up-vias / wire length, um
met5: - / 0
met4: 0 / 41
met2: 9 / 570
li1: 219 / -
met1: 213 / 603
met3: 2 / 40
[synthesized netlist by cell type, drive strengths merged]
master / instances / area (um2)
a211oi: 1 / 12.5
a21o: 2 / 15.0
a21oi: 2 / 10.0
a31oi: 2 / 12.5
and2: 1 / 6.26
and3: 1 / 6.26
and3b: 1 / 8.76
and4bb: 1 / 12.5
buf: 1 / 5.00
dfrtp: 4 / 100
ha: 6 / 75.1
inv: 3 / 11.3
mux2i: 1 / 10.0
nand2: 5 / 18.8
nand2b: 3 / 18.8
nor2b: 2 / 15.0
o21ai: 5 / 25.0
[cells by family after synthesis]
| group | after synthesis | share of synthesized area (%) |
|---|---|---|
| and+or+nand+nor | 14 | 23.8 |
| AOI/OAI and AO/OA | 12 | 20.7 |
| adders and majority gates | 6 | 20.7 |
| buffers and inverters | 4 | 4.48 |
| DFF | 4 | 27.6 |
| muxes | 1 | 2.76 |
[how the worst min path moves through the flow]
stage     startpoint      endpoint  slack, ns  cells past startpoint
6_report     reset_n  state_reg[0]       0.24                      1
5_1_grt      reset_n  state_reg[3]       0.25                      1
4_1_cts      reset_n  state_reg[3]       0.24                      1
Power is estimated from default activity; no workload was simulated.
